==> ./config.mk <==
export PLATFORM = sky130hd
export DESIGN_NAME = alu
export DESIGN_NICKNAME = alu
export VERILOG_FILES = /design/flow/design.v
export SDC_FILE = /design/flow/constraint.sdc
export NUM_CORES = 4
export LEC_CHECK = 1
export CORE_UTILIZATION = 50
==> ./constraint.sdc <==
current_design alu

set clk_period 334.4
set clk_io_pct 0.2

create_clock -name clk0 -period $clk_period

set non_clock_inputs [all_inputs -no_clocks]
set_input_delay [expr $clk_period * $clk_io_pct] -clock clk0 $non_clock_inputs
set_output_delay [expr $clk_period * $clk_io_pct] -clock clk0 [all_outputs]
==> ./design.v <==
`timescale 1ns / 1ps
module alu (input [31:0]a,input [31:0]b,input [2:0]fun,output [31:0]y);
reg [31:0]y;
always@(*)
begin
if(fun==3'b000)
y=a&b; 
else if (fun==3'b001)
y=a|b; 
else if (fun==3'b010)
y=a%b; 
else if (fun==3'b011)
y=a+b; 
else if (fun==3'b100)
y=a-b; 
else if (fun==3'b101)
y=a*b;
else if (fun==3'b110)
y=~a;
else if(fun==3'b111)
y=a^b;
else
y=32'bz;
end
endmodule
==> ./run.sh <==
#!/bin/bash
# OpenROAD 26Q1-2900-gdf79404cd8, Yosys 0.63+post, stock flow scripts
make -C /OpenROAD-flow-scripts/flow DESIGN_CONFIG=/design/flow/config.mk WORK_HOME=/design/flow/orfs finish
==> run notes <==
Implementation numbers.

- The standard cell core area is 102000 um^2.
- The utilization after layout is 53.5%.
- The filler cell count is 10000.
- According to the floorplan report, the die height is 323 um.
- For this run, the detailed router's first-pass iteration total came to 9.
- The synthesized area is 51500 um^2.
- The top cell type by area accounts for 18.2% of the synthesized area.
- The final setup violation count reads 0.
- The fraction of final layout cells with drive strength greater than 1 reads 5.45%.
- The overall overflow remaining after global route reads 0.
- The number of max-capacitance violations reported is 0.
- The tool warning count for the run is 100.
- The length of routed met2 wiring reads 99.0 mm.
- The launch point of the worst hold path reads fun[2].
- The power density over the cells reads 9.65 nW/um^2.
- The share of the yosys chip area belonging to registers is 0%.
- In this design, the stage delay of the slowest critical-path cell is 1110 ps.
- The combinational gate area reads 47800 um^2.
- The total of hold buffers inserted after clock tree synthesis is 0.
- The aggregate global-route resource usage reads 47.6%.
- The leakage component of the power reads 25.9 nW.
- The routed design shows a via density per instance of 6.56.
- The initial antenna violation count reads 16.
- The most common cell in the synthesized netlist is sky130_fd_sc_hd__nand2_1.
- The top fanout value on the critical path is 35.
- The final max-slew violation count recorded for this run is 0.
- The highest metal layer carrying signal wires in the routed design is met5.
- The routed metal-1 wirelength reads 92.0 mm.
- The internal power of the cells is 201 uW.
- The number of clock buffer instances in the layout is 0.
- For reference, the top cells by count after synthesis are sky130_fd_sc_hd__nand2_1, sky130_fd_sc_hd__nor2_1, sky130_fd_sc_hd__ha_1, sky130_fd_sc_hd__inv_1, sky130_fd_sc_hd__a21oi_1.
- In this run the VDD rail shows a maximum IR drop of 54.7 uV.
- STA classifies the critical path endpoint as an output pin.
- Sequential cells placed in the final layout were counted as 0.
- The type of the tightest min-delay check is primary input to output pin.
- The power report shows net switching accounting for 61.8% of the total.
- The worst hold path depth reads 4.
- The average wire length per cell after detail routing reads 28.1 um.
- The most numerous cell on the critical path reads sky130_fd_sc_hd__ha_1.
- The worst path required time is 267520 ps.
- The HPWL after detailed placement is 191 mm.
- The initial core utilization reads 50.5%.
- The number of placed I/O pins is 99.
- The floorplan row count is 117.
- The placer congestion estimate is 1.16.
- The max-slew check reports its worst relative slack as 0.662%.
- Relative to the synthesized area, the layout overhead comes to 5.88%.
- The DRC violation count after routing is 0.
- The wire length of the first global-routing pass reads 354 mm.
- The number of warnings printed during yosys synthesis is 2.
- The worst hold endpoint reads y[3].
- The run finished with clean final reports.
- The mean post-synth cell area reads 7.06 um^2.
- Looking at area per cell type in the netlist, the leader is sky130_fd_sc_hd__ha_1.
- The worst setup path category is primary input to output pin.
- The kind of start point of the critical path reads a primary input.
- The post-synthesis cell type count reads 106.
- In this run the post-CTS setup repair buffer count came out at 0.
- The final wirelength reads 243 mm.
- The yosys-reported design area after synthesis is 51500 um^2.
- The OpenROAD report gives the critical path a data arrival time of 153170 ps.
- The maximum clock rate is 4.54 MHz.
- The routed design uses 31.9 mm of met3 wire.
- Across all layers, the routed design uses 56800 vias.
- Looking at the critical path, the single cell with the biggest stage delay is sky130_fd_sc_hd__o21ai_0.
- The part of the cycle the worst path needs is 65.8%.
- The via count of the first global-routing pass reads 53600.
- The total power of the final layout reads 526 uW.
- The measured slew at the worst slew-check pin is 1470 ps.
- Counting endpoints that fail hold in the final report gives 0.
- The number of routed nets with antenna violations reads 0.
- Per the layout area report, the register area comes to 0 um^2.
- The pin count of the biggest net entering global routing is 62.
- The final critical path time including I/O delays and setup is 220050 ps.
- The count of cells resized by post-cts repair reads 0.
- The width of the chip reads 323 um.
- The instance tally after logic synthesis reads 7295.
- The full die area reads 104000 um^2.
- The number of cells reported by Yosys stat comes to 7295.
- The number of port buffers reads 99.
- The summed negative setup slack over all endpoints reads 0 ps.
- Detailed-route iteration 0 reported a violation count of 5582.
- Setup repair after global routing left no endpoint under its margin.
- The net switching power is 325 uW.
- By area the synthesized netlist is led by sky130_fd_sc_hd__ha_1, sky130_fd_sc_hd__fa_1, sky130_fd_sc_hd__nand2_1, sky130_fd_sc_hd__nor2_1, sky130_fd_sc_hd__a21oi_1.
## critical path: cells and delay by family
kind | cells | cell delay, ps
compound gates | 147 | 45650
fa+ha+maj | 31 | 10530
buf+inv | 20 | 5410
mux | 5 | 2000
simple gates | 83 | 22460
## power groups by stage
stage	registers (mW)	logic (mW)	clock network [mW]
global route	0	0.566	0
CTS	0	0.513	0
## metal layers
layer	GRT usage, %	vias to the layer above
met1	60.6	26600
met2	67.8	3549
li1	-	25600
met4	30.6	31
met5	1.34	-
met3	18.3	991
## cell type report
cell class,instances,share of cell area [%]
inverters,700,4.82
multi-input cells,6292,87.6
repair buffers,287,4.40
well taps,1368,3.14
diodes,6,0.0275
## metrics by stage
step / std cells / setup slack (ps) / hold WS [ps] / instance area [um^2]
6_report: 8653 / 114350 / 134720 / 54500
5_1_grt: 8647 / 110170 / 134790 / 54500
2_1_floorplan: 7295 / 130530 / 134020 / 51500
3_3_place_gp: 8647 / 118870 / 134710 / 54500
4_1_cts: 8647 / 117900 / 134720 / 54500
3_5_place_dp: 8647 / 118170 / 134720 / 54500
## worst max path at each step
stage / depth (start not counted) / startpoint / endpoint / slack, ps
global route: 283 / b[22] / y[22] / 110170
finish: 286 / b[22] / y[22] / 114350
CTS: 288 / b[22] / y[22] / 117900
## layout by cell type, fill, tap and decap left out, drive strengths merged, types with 45 or more instances in the layout
cell type / instances
clkdlybuf4s50: 96
mux2: 52
a21o: 182
or2: 54
nand4: 45
o21a: 145
nor2b: 49
a21oi: 547
o21ai: 385
xnor2: 297
o211ai: 77
o22ai: 51
a31oi: 85
nand2b: 65
nand2: 927
a211oi: 81
and2: 50
nand3: 142
buf: 191
ha: 750
o31ai: 51
or3: 60
fa: 411
xor2: 197
nor2: 757
inv: 692
o21bai: 55
nor3: 195
## cell families after synthesis
logic type	count (synthesis)	share of synthesized area, %
and+or+nand+nor	2498	21.8
buffers and inverters	1003	7.38
AOI/OAI and AO/OA	2050	26.4
adders and majority gates	1161	34.2
xor gates and xnor gates	494	8.40
muxes	89	1.88
Power and IR drop assume default switching activity.
