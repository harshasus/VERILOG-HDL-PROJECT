==> flow/design.v <==
`timescale 1ns / 1ps
module deco4_16(output [15:0] y,input [3:0] d,input en);
wire [3:0]nd;
not n1(nd[0],d[0]);
not n2(nd[1],d[1]);
not n3(nd[2],d[2]);
not n4(nd[3],d[3]);
and d1(y[0],nd[3],nd[2],nd[1],nd[0],en);
and d2(y[1],nd[3],nd[2],nd[1],d[0],en);
and d3(y[2],nd[3],nd[2],d[1],nd[0],en);
and d4(y[3],nd[3],nd[2],d[1],d[0],en);
and d5(y[4],nd[3],d[2],nd[1],nd[0],en);
and d6(y[5],nd[3],d[2],nd[1],d[0],en);
and d7(y[6],nd[3],d[2],d[1],nd[0],en);
and d8(y[7],nd[3],d[2],d[1],d[0],en);
and d9(y[8],d[3],nd[2],nd[1],nd[0],en);
and d10(y[9],d[3],nd[2],nd[1],d[0],en);
and d11(y[10],d[3],nd[2],d[1],nd[0],en);
and d12(y[11],d[3],nd[2],d[1],d[0],en);
and d13(y[12],d[3],d[2],nd[1],nd[0],en);
and d14(y[13],d[3],d[2],nd[1],d[0],en);
and d15(y[14],d[3],d[2],d[1],nd[0],en);
and d16(y[15],d[3],d[2],d[1],d[0],en);
endmodule
==> flow/run.sh <==
#!/bin/bash
# OpenROAD 26Q1-2900-gdf79404cd8, Yosys 0.63+post, stock flow scripts
make -C /OpenROAD-flow-scripts/flow DESIGN_CONFIG=/design/flow/config.mk WORK_HOME=/design/flow/orfs finish
==> flow/config.mk <==
export PLATFORM = sky130hd
export DESIGN_NAME = deco4_16
export DESIGN_NICKNAME = deco4_16
export VERILOG_FILES = /design/flow/design.v
export SDC_FILE = /design/flow/constraint.sdc
export NUM_CORES = 4
export LEC_CHECK = 1
export CORE_AREA = 10 10 70 70
export DIE_AREA = 0 0 80 80
==> flow/constraint.sdc <==
current_design deco4_16

set clk_period 1.0
set clk_io_pct 0.2

create_clock -name clk0 -period $clk_period

set non_clock_inputs [all_inputs -no_clocks]
set_input_delay [expr $clk_period * $clk_io_pct] -clock clk0 $non_clock_inputs
set_output_delay [expr $clk_period * $clk_io_pct] -clock clk0 [all_outputs]
==> impl_metrics.csv <==
group,metric,value,unit
status,status,"finished, violations left",
status,violations,"negative setup slack",
synthesis,synthCells,23,
worst_setup_path,cp_top_family,"simple AND/OR/NAND/NOR gates",
route,route.detailed.drc,0,
synthesis,synth_area,118,um^2
timing,slew_viol_final,0,
timing,finalCriticalPeriod,1230,ps
worst_setup_path,max_stage_delay,390,ps
timing,fin_crit_sh,123,%
timing,slew_headroom,87.8,%
grt,grt_pass1_vias,310,
floorplan,io_pins,21,
power_and_ir_drop,sw_frac_of_total,43.5,%
place,dp_cells,91,
floorplan,die_height,80,um
floorplan,placementRows,21,
power_and_ir_drop,power_density,277,nW/um^2
flow_run,warnings,34,
route,firstDrtPassIters,2,
timing,worstMarginPinSlew,182,ps
worst_setup_path,crit_buf_inv,3,
power_and_ir_drop,p_switching,0.0642,mW
route,final_antenna_net_count,0,
place,numPortBuffers,21,
route,viasPerCell,2.91,
synthesis,yosys.stat.chipArea,118,um^2
route,wl_per_cell,10.3,um
power_and_ir_drop,power,0.148,mW
cells_and_area,area_delta_synth_final,352,%
floorplan,die_width,80,um
worst_setup_path,cp.required,800,ps
timing,tns,-1740,ps
worst_setup_path,criticalPathCategory,"in -> out",
floorplan,core-area,3420,um^2
flow_run,cap_viol_max_count,0,
grt,track_usage,3.21,%
clocking,hold_buffers,0,
route,drtIter0Drc,12,
synthesis,avgSynthCellArea,5.11,um^2
power_and_ir_drop,p_leak,0.246,nW
floorplan,chipArea,6400,um^2
worst_setup_path,cp_cell_sequence,"buf_8 > or3b_4 > buf_6 > nor3_2 > buf_2",
timing,finalSetupViolations,13,
worst_setup_path,critPathLaunchType,"primary input",
synthesis,synth_cell_type_count,8,
grt,grt_max_degree,8,
route,diodes,0,
grt,overflow,0,
worst_setup_path,arrival,1030,ps
min_path,hp-class,"in -> out",
power_and_ir_drop,seqPwrFrac,0,%
power_and_ir_drop,cell_internal_pwr,0.0834,mW
cells_and_area,seq_area,0,um^2
synthesis,ys_seq_share,0,%
cells_and_area,fill_cells,388,
worst_setup_path,worstPathMaxFanout,3,
cells_and_area,ff_count,0,
grt,antenna_found_initial,0,
timing,rsz0062_at_grt,"true",
cells_and_area,drive_gt1_share,91.4,%
synthesis,ys_warn_count,0,
worst_setup_path,critPathSlowestCell,"or3b_4",
route,via_count,303,
route,routed_wl,1.07,mm
power_and_ir_drop,combPwrFrac,100.0,%
grt,grt_pass1_wl,1.64,mm
cells_and_area,clock_buffers,0,
worst_setup_path,crit_path_end_kind,"output pin",
timing,hold_violations,0,
place,place.gp.congestion,0.762,
cells_and_area,layout.cells.non_filler,104,
place,dp_hpwl,814,um
power_and_ir_drop,pwr-share-clk,0,%
timing,setup_ws,-232,ps
synthesis,ys_cells,23,
timing,fmax,0.812,GHz
power_and_ir_drop,peakVddDrop,0.0569,mV
worst_setup_path,crit_end,"y[0]",
worst_setup_path,crit_path_start,"d[1]",
worst_setup_path,cp.depth,5,
floorplan,initial_core_util,3.44,%
[worst min-delay path: stages]
cell and delay [ps]:
buf_4 160, nor3_4 50, buf_2 100
[logic make-up after synthesis]
kind of cell,synth area share (%)
and+or+nand+nor,100
[cells in the final DEF (no fill, tap or decap)]
cell      instances
nor3_4            1
buf_2            16
nand3_4           1
buf_6             8
nor2_2            6
nor3_2            3
nor2_4            3
nand2b_4          2
or3b_4            1
buf_8             2
nand3b_1          2
nand2_2           1
nor2_1            3
buf_4             9
[timing repair]
action | 4_1_cts | 5_1_grt
pin swaps | 18 | 4
setup buffers | 12 | 1
gates resized | 102 | 9
endpoints found under the setup margin | 16 | 13
[synth_stat cells]
library cell	n	area (um^2)
nand2_1	1	3.75
nand2b_1	2	12.5
nand3_1	1	5.00
nor3_2	1	10.0
nand3b_1	2	15.0
nor2_1	12	45.0
or3b_4	1	11.3
nor3_1	3	15.0
[through the flow]
| step | area (um^2) | hold WS, ps | setup WS [ps] | utilization [%] |
|---|---|---|---|---|
| CTS | 485 | 701 | -221 | 14.2 |
| detailed placement | 393 | 1470 | -904 | 11.5 |
| finish | 532 | 718 | -232 | 15.6 |
| floorplan | 118 | 413 | 134 | - |
| global route | 532 | 741 | -273 | 15.6 |
| global placement | 393 | 1450 | -890 | 11.5 |
[power by group through the flow]
stage	sequential [mW]	clock (mW)	combinational (mW)
6_report	0	0	0.148
5_1_grt	0	0	0.159
4_1_cts	0	0	0.130
[final cells by class]
type	instances	area [um^2]	area share, %
well taps	46	57.6	10.8
multi-input cells	23	206	38.8
repair buffers	35	268	50.4
[worst min path at each step]
stage                 startpoint   end  slack, ps  cells after the start
final                       d[3]  y[1]        720                      3
after CTS                   d[2]  y[2]        700                      3
after global routing        d[3]  y[2]        740                      3
[metal layers]
| layer | up-vias | track usage [%] | part of all wire [%] |
|---|---|---|---|
| met5 | - | 0 | 0 |
| met4 | 0 | 0 | 0 |
| met3 | 0 | 2.27 | 16 |
| met2 | 13 | 4.98 | 43 |
| met1 | 135 | 3.76 | 41 |
| li1 | 155 | - | - |
Power is estimated from default activity; no workload was simulated.
