**flow/run.sh**
```bash
#!/bin/bash
# OpenROAD 26Q1-2900-gdf79404cd8, Yosys 0.63+post, stock flow scripts
make -C /OpenROAD-flow-scripts/flow DESIGN_CONFIG=/design/flow/config.mk WORK_HOME=/design/flow/orfs finish
```
**flow/config.mk**
```make
export PLATFORM = sky130hd
export DESIGN_NAME = rippleadder
export DESIGN_NICKNAME = rippleadder
export VERILOG_FILES = /design/flow/design.v
export SDC_FILE = /design/flow/constraint.sdc
export NUM_CORES = 4
export LEC_CHECK = 1
export CORE_AREA = 10 10 70 70
export DIE_AREA = 0 0 80 80
```
**flow/constraint.sdc**
```tcl
current_design rippleadder

set clk_period 3.8
set clk_io_pct 0.2

create_clock -name clk0 -period $clk_period

set non_clock_inputs [all_inputs -no_clocks]
set_input_delay [expr $clk_period * $clk_io_pct] -clock clk0 $non_clock_inputs
set_output_delay [expr $clk_period * $clk_io_pct] -clock clk0 [all_outputs]
```
**flow/design.v**
```verilog
`timescale 1ns / 1ps
module rippleadder(
    output [3:0] sum,
    output cout,
    input [3:0] a,
    input [3:0] b,
    input cin
);
    wire [2:0] c;
    fa adder1(sum[0], c[0], a[0], b[0], cin);
    fa adder2(sum[1], c[1], a[1], b[1], c[0]);
    fa adder3(sum[2], c[2], a[2], b[2], c[1]);
    fa adder4(sum[3], cout, a[3], b[3], c[2]);
endmodule
module fa(
    output sum, carry,
    input a, b, Cout
);
    assign sum = a ^ b ^ Cout;
    assign carry = (a & b) | (b & Cout) | (Cout & a);
endmodule
```
==> job_summary.md <==
### Metrics collected by this job

| Metric | Value |
|---|---|
| Status | `finished, final reports clean` |
| Area reported by Yosys stat | `148 um2` |
| Max-slew headroom | `93.5%` |
| Synth area leader | `fa_1` |
| Cells after Synth | `18` |
| Yosys stat cell total | `18` |
| OpenROAD warning count | `32` |
| Slew Limit Fails | `0` |
| Design Area, Final | `320 um2` |
| WL/cell | `5.31 um` |
| P_leak | `0.133 nW` |
| I/O Pins | `14` |
| Critical path required time | `3.04 ns` |
| Reg area | `0 um2` |
| Area growth, synth to finish | `117%` |
| Final Wtd Congestion | `0.746` |
| Sequential fraction of the synthesis area | `0%` |
| Synth area leaders | `fa_1 54%, inv_1 25%, buf_4 20%` |
| Total chip power | `36.4 uW` |
| Largest net degree at the start of global routing | `2` |
| Max layer used | `met3` |
| Combinational Area | `87.6 um2` |
| Slowest stage cell, crit path | `fa_1` |
| Mapped Area | `148 um2` |
| DR vias/cell | `1.57` |
| Final hold viol count | `0` |
| WHS | `2.38 ns` |
| Fmax | `274 MHz` |
| Core area | `0.00342 mm2` |
| Chip width | `80 um` |
| # rows | `21` |
| Post-place setup slack | `-0.169 ns` |
| Tot GR Track Use | `1.18%` |
| Placed cell area | `315 um2` |
| CTS Hold Bufs | `0` |
| DRT Pass-1 Iters | `1` |
| Worst vdd ir | `0.0275 mV` |
| Setup slack after layout | `0.156 ns` |
| DRT Wirelength | `393 um` |
| Fin crit share | `95.9%` |
| Routed wire length on met2 | `62 um` |
| Gr ovfl total | `0` |
| CP max FO | `1` |
| Unrepaired setup endpoints after global routing | `false` |
| ANT cells | `0` |
| Final setup viols | `0` |
| Die Size | `0.00640 mm2` |
| Share of cells above drive strength 1 | `25.0%` |
| Global-route wire length before repair | `600 um` |
| CP startpoint kind | `input port` |
| CLK BUF | `0` |
| Crit path largest cell delay | `0.49 ns` |
| Power Density | `114 mW/mm2` |
| Die Y | `80 um` |
| Flop Count | `0` |
| Post-route ant nets | `0` |
| Crit. End Element | `output pin` |
| Fp util | `4.32%` |
| Fill cell count | `407` |
| Netlist cell types | `3` |
| Post-CTS Setup Inserts | `0` |
| DR vias | `116` |
| Worst Path Buf+Inv | `6` |
| DRC | `0` |
| Vias in the first global route | `137` |
| Initial antenna violation count | `0` |
| Tmin final | `3.64 ns` |
| Max-Cap Viols | `0` |
| Setup CP Type | `input port to output pin` |
| Synth warn | `0` |
| M1 wire length | `217 um` |
| Worst Path Arrival | `2.88 ns` |
| Hold/Removal Path Class | `input port to output pin` |
| Starting DRT DRC Count | `0` |
| Worst-path cell chain | `clkdlybuf4s50_1, inv_2, fa_2, inv_2, fa_2, fa_2, inv_2, fa_1, inv_1, dlygate4sd2_1` |
| IO buf count | `14` |
| Met3 WL | `113 um` |
| Syn Area/Cell | `8.20 um2` |
| Final HPWL from detailed placement | `387 um` |
| Worst slew pin tran | `0.0977 ns` |
| Setup tns final | `0 ns` |
| Post-synth top area share | `54.2%` |
| Crit-path leading delay family | `adder cells` |
==> stage by stage <==
| stage | instances | utilization [%] |
|---|---|---|
| 2_1_floorplan | 18 | - |
| 3_3_place_gp | 74 | 9.23 |
| 3_5_place_dp | 74 | 9.23 |
| 4_1_cts | 74 | 9.38 |
| 5_1_grt | 74 | 9.38 |
| 6_report | 74 | 9.38 |
==> synth_stat cells (all sizes together) <==
cell,count
buf,4
fa,4
inv,10
==> layout by cell type (no fill, tap or decap), drive strengths merged <==
master,count
fa,4
dlygate4sd2,2
inv,10
clkdlybuf4s50,12
==> final cells by class <==
cell class,instances,share of cell area [%]
multi-input cells,4,27.3
repair buffers,14,43.0
well taps,46,18.0
inverters,10,11.7
==> routing by layer <==
metal	vias to the layer above	global-route usage, %
met3	0	0.909
met5	-	0
met1	42	2.00
met2	14	1.04
met4	0	0
li1	60	-
==> cells by family after synthesis <==
| group | synth area share (%) |
|---|---|
| buffers and inverters | 45.8 |
| adders and majority gates | 54.2 |
==> final timing paths <==
kind	startpoint	end	depth (start not counted)
hold / removal	b[3]	sum[3]	5
setup / recovery	cin	sum[3]	10
==> what timing repair did <==
action,in CTS,in global routing
pin swaps,4,1
gates resized,9,0
setup endpoints to repair,2,1
==> power by group <==
group | total (mW) | internal, mW | switching, mW
Clock | 0 | 0 | 0
Sequential | 0 | 0 | 0
Combinational | 0.0364 | 0.0256 | 0.0108
Total | 0.0364 | 0.0256 | 0.0108
Power and IR drop assume default switching activity.
